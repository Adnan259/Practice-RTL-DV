--- ./constraint.sdc ---
current_design clk_div

set clk_period 2.7
set clk_io_pct 0.2

create_clock -name clk0 -period $clk_period [get_ports {clk_i}]

set non_clock_inputs [all_inputs -no_clocks]
set_input_delay [expr $clk_period * $clk_io_pct] -clock clk0 $non_clock_inputs
set_output_delay [expr $clk_period * $clk_io_pct] -clock clk0 [all_outputs]
--- ./run.sh ---
#!/bin/bash
# OpenROAD 26Q1-2900-gdf79404cd8, Yosys 0.63+post, stock flow scripts
make -C /OpenROAD-flow-scripts/flow DESIGN_CONFIG=/design/flow/config.mk WORK_HOME=/design/flow/orfs finish
--- ./config.mk ---
export PLATFORM = sky130hd
export DESIGN_NAME = clk_div
export DESIGN_NICKNAME = clk_div
export VERILOG_FILES = /design/flow/design.v
export SDC_FILE = /design/flow/constraint.sdc
export NUM_CORES = 4
export LEC_CHECK = 1
export CORE_AREA = 10 10 70 70
export DIE_AREA = 0 0 80 80
--- ./design.v ---
module clk_div #(
    parameter int DIV_WIDTH = 4
) (
    input  logic                 arst_ni,  
    input  logic                 clk_i,    
    input  logic [DIV_WIDTH-1:0] div_i,    
    output logic                 clk_o     
);
    logic [DIV_WIDTH-1:0] count;
    logic q_p, q_n;
    always_ff @(posedge clk_i or negedge arst_ni) begin
        if (!arst_ni)
            count <= 0;
        else if (count >= div_i - 1 || div_i <= 1)
            count <= 0;
        else
            count <= count + 1;
    end
    always_ff @(posedge clk_i or negedge arst_ni) begin
        if (!arst_ni)
            q_p <= 0;
        else
            q_p <= (count < (div_i >> 1));
    end
  always_ff @(posedge ~clk_i or negedge arst_ni) begin
        if (!arst_ni)
            q_n <= 0;
        else
            q_n <= q_p;
    end
    always_comb begin
      clk_o = (div_i <= 1) ? clk_i : 
                   (div_i[0]    ? (q_p | q_n) : q_p);
    end
endmodule
==> design notes <==
The number of maximum-capacitance violations recorded for the run is 0. The synthesized chip area reported by yosys is 460 um^2, and the total power divided by cell area is 813 mW/mm^2. Count of endpoints failing setup in the final report: 1.

The number of routed nets with antenna violations is 0, and the peak per-stage delay on the critical path is 0.40 ns. At the floorplan stage, the core utilization is reported as 13.5%. The flow ran to the end, but the final reports show violations.

With the number of antenna violations at the first check in global routing at 0, the per-cell routed wire length is 8.04 um. The leakage component of the power was reported as 0.000324 uW. Detailed placement reports a standard cell area of 631 um^2. The ratio of routed vias to standard cells was 3.34. The final route contains 381 vias. After floorplanning, the core was divided into 21 placement rows. The worst hold path belongs to the class in -> async. The congestion estimate from routability-driven global placement came to 0.766. The critical path goes through a21oi_2 > a21oi_2 > buf_2.

The overflow left after global routing was 0; the largest net degree at the start of global routing was 7. The number of placed cells counting well taps was 107. The total of flip-flops plus latches after synthesis works out to 6. The horizontal die dimension reported for this design is 80 um. The final worst-path setup slack is -0.240 ns. Per the repair_timing log after CTS, setup buffers inserted total 0.

The commonest cells after synthesis are sky130_fd_sc_hd__ha_1, sky130_fd_sc_hd__inv_1, sky130_fd_sc_hd__nor2_1, sky130_fd_sc_hd__dfrtp_1. The final reports fail on setup timing. The leading cell type by number of instances after synthesis is sky130_fd_sc_hd__ha_1. The floorplan report gives the top-level pin count as 7.

The routed layout reports a DRC error count of 0. The footprint of the flip-flops and latches came out at 150 um^2. The final hold violation count recorded for this run is 0. Critical path start-end classification: reg -> out.

The cell family contributing the most delay on the critical path is flip-flops. VDD sags by at most 495 uV. Yosys mapped a number of flops with a built-in enable equal to 0. The run gives 917 um for the final wirelength.

By area the synthesized netlist is led by sky130_fd_sc_hd__dfrtp_1, sky130_fd_sc_hd__ha_1, sky130_fd_sc_hd__xnor2_1. Share of synthesized registers carrying an async set or reset: 100%. As logged by OpenROAD, the buffers inserted on ports number 6. On the worst setup and hold paths after CTS, the clock-pin slew comes to 0.05 ns. The run gives 4 as the first-pass detailed-route iteration total. With the maximum fanout along the worst path at 1, the fill cell total of the finished layout is 383. The run gives 21 as the number of distinct library cell variants in the gate-level netlist after synthesis. The first routing iteration left 7 violations. The first global-routing pass estimated 1590 um of wire.

TritonCTS built the clock tree. For the part of the Yosys area used for sequential elements, the log shows 32.6%. With the number of warning messages in the yosys log at 1, the count of buffer and inverter cells on the critical path is 1. The run gives 29.4% for the share of post-route cells with drive strength above 1. Per the synthesis report, the dominant area consumer among library cells is sky130_fd_sc_hd__dfrtp_1.

Data on the critical path is required at its endpoint by 2.16 ns. In this run the tools logged warnings totalling 31. The run gives 114 as the final cell count without fillers.

Setup repair after global routing could not meet its margin everywhere. Die area: 0.00640 mm^2. The tools report the worst path arrival time as 2.40 ns. The largest individual stage delay along the critical path comes from the cell sky130_fd_sc_hd__dfrtn_1. The tools report the area of the core region as 0.00342 mm^2. The worst max-slew margin expressed relative to the limit is 79.4%, and the antenna diode count is 0. STA classifies the critical path endpoint as an output pin. At the pin with the least slew margin, the transition time is 0.307 ns.

Pins over their slew limit in the final report were tallied at 0. Summing all multi-input logic gate instances after layout gives 295 um^2. The run gives 80 um for the die extent in y. At the end of the flow the core is filled with cells to 20.0%. The run gives -0.240 ns for the post-route setup TNS. For this run, the leading register cell type out of synthesis is sky130_fd_sc_hd__dfrtp_1. Summing every instance area after synthesis gives 460 um^2. For the global routing usage summed across all routing layers, the log shows 3.09%. The most numerous cell type found on the critical path is sky130_fd_sc_hd__a21oi_2. After synthesis, the design contains 48 cells according to Yosys. Sort of element at the start of the critical path: a flip-flop.

The insertion delay to the later sink of the worst-skew pair was 0.37 ns; the post-synthesis to final-layout area growth was 48.1%. The final instance area is 682 um^2. Synthesized area per cell: 9.59 um^2.

Of the post-synthesis cell area, the dominant cell type holds 27.2%. Counting every instance in the synthesized netlist gives 48. The via count of the first global-routing pass is 410.

The run gives 0.0217 ns for the worst clock skew on the final layout.
per-stage QoR:
| step | total power, uW | hold slack [ns] | worst slack (ns) |
|---|---|---|---|
| 3_5_place_dp | 401 | 0.506 | -0.197 |
| 3_3_place_gp | 395 | 0.518 | -0.193 |
| 4_1_cts | 558 | 0.416 | -0.269 |
| 2_1_floorplan | 328 | 0.244 | 0.305 |
| 6_report | 554 | 0.419 | -0.240 |
| 5_1_grt | 619 | 0.411 | -0.306 |
cells in the final DEF (no fill, tap or decap), types with 2 or more instances in the layout:
cell type	instances
sky130_fd_sc_hd__dfrtp_1	5
sky130_fd_sc_hd__nor2_1	6
sky130_fd_sc_hd__clkbuf_4	6
sky130_fd_sc_hd__a21oi_2	2
sky130_fd_sc_hd__buf_4	7
sky130_fd_sc_hd__ha_1	9
sky130_fd_sc_hd__inv_1	6
sky130_fd_sc_hd__nand2_1	3
sky130_fd_sc_hd__xnor2_1	3
sky130_fd_sc_hd__clkdlybuf4s50_1	5
timing repair:
action,in CTS,in global routing
hold buffers,0,0
setup endpoints to repair,2,1
hold endpoints to repair,0,0
gates resized,3,2
pin swaps,2,1
registers in the layout, indices dropped and copies added (netlist names):
register  flops
count         4
q_p           1
q_n           1
metal layers:
metal  part of all wire [%]  up-vias  GRT usage [%]
li1                       -      202              -
met1                     56      168           4.42
met2                     38       11           3.37
met3                    6.8        0           2.27
met4                      0        0          0.880
met5                      0        -              0
power by group:
part	internal, uW	total [uW]	switching, uW	leakage [uW]
logic	110	217	107	0.000215
registers	133	175	42.4	0.0000730
clock network	113	162	48.6	0.0000358
layout make-up:
cell class / instances / area share (%)
Timing Repair Buffer: 12 / 15.0
Multi-Input combinational cell: 36 / 43.3
Clock buffer: 8 / 7.89
Inverter: 6 / 3.30
Sequential cell: 6 / 22.0
Tap cell: 46 / 8.44
path summary, 6_finish.rpt:
| check | slack, ns | to | depth (start not counted) | from |
|---|---|---|---|---|
| hold reg to reg | 0.53 | count[0]$_DFF_PN0_ | 1 | count[0]$_DFF_PN0_ |
| min in group clk0 | 0.53 | count[0]$_DFF_PN0_ | 1 | count[0]$_DFF_PN0_ |
| hold / removal | 0.42 | count[3]$_DFF_PN0_ | 1 | arst_ni |
| setup / recovery | -0.24 | clk_o | 3 | q_n$_DFF_NN0_ |
| max in group asynchronous | 0.82 | q_n$_DFF_NN0_ | 1 | arst_ni |
| setup reg to reg | 0.82 | q_n$_DFF_NN0_ | 0 | q_p$_DFF_PN0_ |
cells by family after synthesis:
family | share of synthesized area [%]
and+or+nand+nor | 16.3
adders and majority gates | 24.5
AOI/OAI and AO/OA | 14.1
buffers and inverters | 4.89
DFF | 32.6
xor gates and xnor gates | 7.61
No activity file was given, so power comes from the tool's default toggle rates.
