==> /design/flow/design.v <==
module clk_mux (
    input  logic arst_ni,  
    input  logic sel_i,    
    input  logic clk0_i,   
    input  logic clk1_i,   
    output logic clk_o     
);
    logic en0;                 
    logic en1;                 
    logic en0_sync_clk1, en0_sync_clk1_d;
    logic en1_sync_clk0, en1_sync_clk0_d;
    logic q0_ff1;
    always_ff @(posedge clk0_i or negedge arst_ni) begin
        if (!arst_ni) begin
            q0_ff1 <= 1'b0;
            en0    <= 1'b0;
        end else begin
            q0_ff1 <= (!sel_i) && (!en1_sync_clk0_d);  
            en0    <= q0_ff1;
        end
    end
    logic q1_ff1;
    always_ff @(posedge clk1_i or negedge arst_ni) begin
        if (!arst_ni) begin
            q1_ff1 <= 1'b0;
            en1    <= 1'b0;
        end else begin
            q1_ff1 <= sel_i && (!en0_sync_clk1_d);  
            en1    <= q1_ff1;
        end
    end
    always_ff @(posedge clk1_i or negedge arst_ni) begin
        if (!arst_ni) begin
            en0_sync_clk1   <= 1'b0;
            en0_sync_clk1_d <= 1'b0;
        end else begin
            en0_sync_clk1   <= en0;
            en0_sync_clk1_d <= en0_sync_clk1;
        end
    end
    always_ff @(posedge clk0_i or negedge arst_ni) begin
        if (!arst_ni) begin
            en1_sync_clk0   <= 1'b0;
            en1_sync_clk0_d <= 1'b0;
        end else begin
            en1_sync_clk0   <= en1;
            en1_sync_clk0_d <= en1_sync_clk0;
        end
    end
    assign clk_o = (clk0_i & en0) | (clk1_i & en1);
endmodule
==> /design/flow/run.sh <==
#!/bin/bash
# OpenROAD 26Q1-2900-gdf79404cd8, Yosys 0.63+post, stock flow scripts
make -C /OpenROAD-flow-scripts/flow DESIGN_CONFIG=/design/flow/config.mk WORK_HOME=/design/flow/orfs finish
==> /design/flow/config.mk <==
export PLATFORM = sky130hd
export DESIGN_NAME = clk_mux
export DESIGN_NICKNAME = clk_mux
export VERILOG_FILES = /design/flow/design.v
export SDC_FILE = /design/flow/constraint.sdc
export NUM_CORES = 4
export LEC_CHECK = 1
export CORE_AREA = 10 10 70 70
export DIE_AREA = 0 0 80 80
==> /design/flow/constraint.sdc <==
current_design clk_mux

set clk_period 1.0
set clk_io_pct 0.2

create_clock -name clk0 -period $clk_period [get_ports {clk0_i}]
create_clock -name clk1 -period $clk_period [get_ports {clk1_i}]

set non_clock_inputs [all_inputs -no_clocks]
set_input_delay [expr $clk_period * $clk_io_pct] -clock clk0 $non_clock_inputs
set_output_delay [expr $clk_period * $clk_io_pct] -clock clk0 [all_outputs]
==> results.sh <==
# flow metrics
export IMPL_rows=21
export IMPL_chipArea_um2=6400
export IMPL_p_leak_nw=0.171
export IMPL_ys_cells=11
export IMPL_syn_avg_cell_area_um2=19.9
export IMPL_grt_ovfl_total=0
export IMPL_yosysUniqueCellTypes=4
export IMPL_hold_buffers=0
export IMPL_clkPwrFrac_pct=66.4
export IMPL_crit_start="clk1_i"
export IMPL_netlist_area_um2=219
export IMPL_drcViolationCount=0
export IMPL_status="complete, but fails checks"
export IMPL_ys_area_um2=219
export IMPL_worst_ir_drop_vdd_mv=0.960
export IMPL_cts_tree="done"
export IMPL_grt_pass1_vias=224
export IMPL_crit_chain="clkbuf_4 -> clkbuf_4 -> a22o_1 -> buf_2"
export IMPL_power_w=0.00110
export IMPL_warnings=30
export IMPL_p_switching_w=0.000226
export IMPL_n_fill_cell=404
export IMPL_wl_um=475
export IMPL_rsz0062_at_grt="true"
export IMPL_numSynthFlops=8
export IMPL_violations="setup timing"
export IMPL_syn_to_final_growth_pct=75.4
export IMPL_drt_iter0_markers=1
export IMPL_num_vias=141
export IMPL_die_y_um=80
export IMPL_synth_area_top_cells="dfrtp_1 91%, a22o_1 4.0%, nor2b_1 2.9%"
export IMPL_fin_skew_ps=10.7
export IMPL_antenna_cells=0
export IMPL_syn_inst=11
export IMPL_dp_slack_ps=-282
export IMPL_maxCapViolCount=0
export IMPL_cellPowerDensity_nw_per_um2=2880
export IMPL_post_route_cells_drive_above_1_share_pct=48.0
export IMPL_yosysTopAreaCell="dfrtp_1"
export IMPL_path_common_cell="clkbuf_4"
export IMPL_reg2reg_from="en0_sync_clk1_d"
export IMPL_cpPeakStageDelay_ps=190
export IMPL_layout_setup_ws_ps=-232
export IMPL_critical_path_class="clk2out"
export IMPL_coreArea_um2=3420
export IMPL_start_kind="clock port"
export IMPL_io_buffers=3
export IMPL_ioPinCount=5
export IMPL_end_kind="primary output"
export IMPL_drv_slew=0
export IMPL_path_max_fanout=2
export IMPL_worstReg2RegEnd="q1_ff1"
export IMPL_clkTransAtPathRegs_ps=40
export IMPL_post_cts_buffers=0
export IMPL_grt_pass1_wl_um=869
export IMPL_p_sw_share_pct=20.4
export IMPL_cp_data_required_time_ps=800
export IMPL_max_slew_margin_rel_pct=77.6
export IMPL_worst_hold_path_type="in2async"
export IMPL_setup_viol=1
export IMPL_arrival_ps=1030
export IMPL_fp_util_pct=6.41
export IMPL_endpoint="clk_o"
export IMPL_worstRegToRegCells=1
export IMPL_slowest_stage="a22o_1"
export IMPL_gp_congestion=0.632
export IMPL_top_cell_area_share_pct=91.4
export IMPL_finalHoldViolCount=0
export IMPL_grt_max_degree=9
export IMPL_p_int_w=0.000879
export IMPL_pwr_share_comb_pct=1.6
export IMPL_tightest_slew_ps=335
export IMPL_r2r_setup_slack_ps=400
export IMPL_drt_first_pass_iters=2
export IMPL_p_seq_share_pct=32.0
export IMPL_ys_warn_count=1
export IMPL_die_x_um=80
export IMPL_antenna_found_initial=0
export IMPL_vias_per_cell=1.99
export IMPL_wire_per_inst_um=6.69
export IMPL_ys_seq_share_pct=91.4
export IMPL_grt_util_all_layers_pct=2.00
export IMPL_final_antenna_net_count=0
==> cell type report <==
class                           count  area (um2)  share of cell area [%]
Clock buffer                       12        87.6                    22.8
Tap cell                           46        57.6                    15.0
Timing Repair Buffer                2        20.0                    5.21
Sequential cell                     8         200                    52.1
Multi-Input combinational cell      3        18.8                    4.89
==> cell usage after synthesis <==
| cell | number |
|---|---|
| nor2b_1 | 1 |
| dfrtp_1 | 8 |
| a22o_1 | 1 |
| nor2_1 | 1 |
==> layout by cell type (no fill, tap or decap) <==
cell type	Yosys	routed
a22o_1	1	1
clkbuf_4	0	11
clkdlybuf4s50_1	0	2
buf_2	0	1
dfrtp_1	8	8
nor2b_1	1	1
nor2_1	1	1
==> registers in the layout, indices dropped and copies added (netlist names) <==
register	flops
en0_sync_clk1	1
en0	1
en1_sync_clk0_d	1
en0_sync_clk1_d	1
q0_ff1	1
q1_ff1	1
en1	1
en1_sync_clk0	1
==> through the flow <==
stage | hold WS, ps | cell area [um2] | instances | utilization (%) | TNS, ps
2_1_floorplan | -95.6 | 219 | 11 | - | 0
3_3_place_gp | 334 | 307 | 60 | 8.97 | -282
3_5_place_dp | 335 | 307 | 60 | 8.97 | -282
4_1_cts | 125 | 392 | 72 | 11.5 | -277
5_1_grt | 135 | 384 | 71 | 11.2 | -275
6_report | 119 | 384 | 71 | 11.2 | -232
==> logic make-up (layout without fill, tap and decap cells) <==
logic type	after synthesis	in the layout	share of synthesized area [%]
buf+inv	0	14	0
flops	8	8	91.4
compound gates	1	1	4.00
simple gates	2	2	4.57
==> metal layers <==
layer	vias up	part of all wire (%)	GRT usage, %
met5	-	0	0
met4	0	5.5	2.82
met3	5	21	3.86
met2	7	35	1.12
met1	66	39	1.49
li1	63	-	-
==> repair_timing <==
item | in CTS | in global routing
pin swaps | 1 | 1
resized | 4 | 0
setup endpoints to repair | 1 | 1
cloned | 0 | 0
==> worst min path at each step <==
stage                endpoint  slack [ps]
CTS           en1_sync_clk0_d         130
global route    en0_sync_clk1         130
finish        en1_sync_clk0_d         120
==> worst max-delay path: cells and delay by family <==
kind	cells	cell delay, ps
AOI/OAI and AO/OA	1	190
buffers and inverters	3	350
==> power by group through the flow <==
| stage | logic [W] | registers (W) | clock network, W |
|---|---|---|---|
| final | 0.0000178 | 0.000353 | 0.000734 |
| after CTS | 0.0000184 | 0.000354 | 0.000841 |
| after global routing | 0.0000202 | 0.000355 | 0.000838 |
Power figures rest on the tool's default switching activity, not on a simulated workload.
